==> /design/flow/design.v <==
module nBitAdder(f, cOut, a, b, cIn);
  parameter n = 7; 	
  output reg [n:0] f;
  output reg cOut;
  input [n:0] a;
  input [n:0] b;
  input cIn;
  always @(a, b, cIn)
    {cOut, f} = a + b + cIn;
endmodule
==> /design/flow/run.sh <==
#!/bin/bash
# OpenROAD 26Q1-2900-gdf79404cd8, Yosys 0.63+post, stock flow scripts
make -C /OpenROAD-flow-scripts/flow DESIGN_CONFIG=/design/flow/config.mk WORK_HOME=/design/flow/orfs finish
==> /design/flow/config.mk <==
export PLATFORM = sky130hd
export DESIGN_NAME = nBitAdder
export DESIGN_NICKNAME = nBitAdder
export VERILOG_FILES = /design/flow/design.v
export SDC_FILE = /design/flow/constraint.sdc
export NUM_CORES = 4
export LEC_CHECK = 1
export CORE_AREA = 10 10 70 70
export DIE_AREA = 0 0 80 80
==> /design/flow/constraint.sdc <==
current_design nBitAdder

set clk_period 5.8
set clk_io_pct 0.2

create_clock -name clk0 -period $clk_period

set non_clock_inputs [all_inputs -no_clocks]
set_input_delay [expr $clk_period * $clk_io_pct] -clock clk0 $non_clock_inputs
set_output_delay [expr $clk_period * $clk_io_pct] -clock clk0 [all_outputs]
==> results.ini <==
[status]
status = finished clean

[setup_path]
arrival_ps = 3520
crit_path_end_kind = output pin
worstSetupPathType = primary input to output pin
crit_end = f[6]
path_cells = clkdlybuf4s50_1, fa_1, fa_1, a21oi_1, nor2_1, nor2_1, xnor2_1, clkdlybuf4s50_1
worst_setup_path_start_kind = primary input
worst-path-max-fanout = 2
worstSetupPathDepth = 8
max_stage_delay_ps = 490
crit_path_start = a[0]
required_ps = 4640
cp_top_family = buffers and inverters
slowest_stage = clkdlybuf4s50_1
path_buffers = 2

[die]
io_pins = 26
fp.dieH_um = 80
initCoreUtil = 0.0971
core_um2 = 3420
dieArea_um2 = 6400
rows = 21
dieWidth_um = 80

[final_timing]
hold_viol_final = 0
rsz0062_at_grt = no
post-route-min-period_ps = 4680
tightestPinTransition_ps = 345
max_slew_margin = 0.764
setup_ws_ps = 1120
setup_viol = 0
fmax_mhz = 214
fin_tns_setup_ps = 0
finalClockPeriodUsage = 0.806
slew_violations = 0
holdWs_ps = 3400

[synthesis]
synth_area_um2 = 332
yosysWarnings = 1
ys_seq_share = 0
top_cell_area_share = 0.264
synthCells = 42
top_cells_by_area = ha_1 (26%), fa_1 (12%), a21oi_1 (7.5%)
synth.distinct_cells = 20
synth_area_leader_cell = ha_1
yosys_area_um2 = 332
syn_area_per_cell_um2 = 7.89
ys_cells = 42

[drt]
diodes = 0
drt_iter0_drc = 2
vias = 392
vias_per_cell = 3.44
route.detailed.drc = 0
firstDrtPassIters = 2
drtAntennaViolNets = 0
drt-total-wl_mm = 1.08
detail_route.wl_per_cell_um = 9.50

[grt]
grt_max_degree = 7
grt_pass1_vias = 400
overflow = 0
track_usage = 0.0335
grt_pass1_wl_mm = 1.80
antenna_found_initial = 0

[power_and_ir_drop]
powerDensity_nw_per_um2 = 103
power_leakage_nw = 0.258
ir_worst_vdd_v = 0.0000374

[placed_design]
dpl_cell_area_um2 = 649
dp_slack_ps = 1100
dp.cells = 114
dp_hpwl_mm = 1.00
gp_congestion = 0.805
portBuffers = 26

[clocking]
cts_setup_buffers = 0
cts_resized = 0
cts_hold_buf = 0

[worst_hold_path]
min_path_type = primary input to output pin

[layout]
design_area_um2 = 649
fin_cells = 114
drive_gt1_frac = 0.0147
syn_to_final_growth_pct = 95.8
ff_count = 0
nClkBuffers = 0
register_area_um2 = 0

[job]
warnings = 32
drv_cap = 0

-- cells by family (layout without fill, tap and decap cells) --
kind of cell / count (synthesis) / count (layout) / share of synthesized area
simple gates: 12 / 12 / 0.174
buf+inv: 3 / 29 / 0.0340
fa+ha+maj: 9 / 9 / 0.385
compound gates: 13 / 13 / 0.272
xor+xnor: 4 / 4 / 0.106
mux: 1 / 1 / 0.0302
-- synth_stat cells --
master and count:
inv_2 1, a21o_1 2, nor2_1 2, fa_1 2, xor2_1 2, nand2_1 3, ha_1 7, nor3_1 2
o21ai_0 1, nand3_1 2, inv_1 2, o21bai_1 1, nor4_1 1, a221oi_1 1, a21oi_1 5, mux2i_1 1
nor2b_1 2, xnor2_1 2, a2111oi_0 1, a311o_1 2
-- through the flow --
step / total power [mW] / util
floorplan: 0.0265 / -
global placement: 0.0677 / 0.190
detailed placement: 0.0679 / 0.190
CTS: 0.0687 / 0.190
global route: 0.0756 / 0.190
finish: 0.0670 / 0.190
-- placed cells by master (no fill, tap or decap) --
| cell type | count |
|---|---|
| a2111oi_0 | 1 |
| mux2i_1 | 1 |
| nor4_1 | 1 |
| nor3_1 | 2 |
| ha_1 | 7 |
| nor2_1 | 2 |
| a311o_1 | 2 |
| clkdlybuf4s50_1 | 26 |
| o21bai_1 | 1 |
| a21oi_1 | 5 |
| xor2_1 | 2 |
| fa_1 | 2 |
| inv_1 | 2 |
| xnor2_1 | 2 |
| nand2_1 | 3 |
| nor2b_1 | 2 |
| nand3_1 | 2 |
| inv_2 | 1 |
| a21o_1 | 2 |
| o21ai_0 | 1 |
| a221oi_1 | 1 |
-- area by class of cell --
| class | instances | area [um^2] |
|---|---|---|
| fillers | 387 | 2770 |
| multi-input cells | 39 | 320 |
| repair buffers | 26 | 260 |
| well taps | 46 | 57.6 |
| inverters | 3 | 11.3 |
-- power breakdown --
| group | internal [mW] | switching (mW) |
|---|---|---|
| Sequential | 0 | 0 |
| Combinational | 0.0444 | 0.0226 |
| Clock | 0 | 0 |
-- layer usage --
| layer | wire length [um] | GRT usage | vias up | part of all wire |
|---|---|---|---|---|
| li1 | - | - | 213 | - |
| met1 | 583 | 0.0510 | 159 | 0.54 |
| met2 | 364 | 0.0474 | 20 | 0.34 |
| met3 | 134 | 0.0102 | 0 | 0.12 |
| met4 | 0 | 0 | 0 | 0 |
| met5 | 0 | 0 | - | 0 |
-- how the worst min path moves through the flow --
stage | start | end | slack, ps | cells past startpoint
after CTS | cIn | f[0] | 3410 | 3
after global routing | cIn | f[0] | 3450 | 3
final | cIn | f[0] | 3400 | 3
No activity file was given, so power comes from the tool's default toggle rates.
